[design/flow/design.v]
module Mux (in0, in1, in2, in3, sel, out);
  input[7:0] in0, in1, in2, in3;	    
  input[1:0] sel;
  output wire[7:0] out;
	assign out = (sel == 2'b00 || sel == 2'b01) ? (sel == 2'b00 ? in0 : in1) : (sel == 2'b10 ? (8'b00000001 & in2 ): in3);
endmodule
[design/flow/run.sh]
#!/bin/bash
# OpenROAD 26Q1-2900-gdf79404cd8, Yosys 0.63+post, stock flow scripts
make -C /OpenROAD-flow-scripts/flow DESIGN_CONFIG=/design/flow/config.mk WORK_HOME=/design/flow/orfs finish
[design/flow/config.mk]
export PLATFORM = sky130hd
export DESIGN_NAME = Mux
export DESIGN_NICKNAME = Mux
export VERILOG_FILES = /design/flow/design.v
export SDC_FILE = /design/flow/constraint.sdc
export NUM_CORES = 4
export LEC_CHECK = 1
export CORE_AREA = 10 10 70 70
export DIE_AREA = 0 0 80 80
[design/flow/constraint.sdc]
current_design Mux

set clk_period 1.5
set clk_io_pct 0.2

create_clock -name clk0 -period $clk_period

set non_clock_inputs [all_inputs -no_clocks]
set_input_delay [expr $clk_period * $clk_io_pct] -clock clk0 $non_clock_inputs
set_output_delay [expr $clk_period * $clk_io_pct] -clock clk0 [all_outputs]
==> impl_metrics.yaml <==
# generated from flow reports
critical_path:
  timing.critical_path.from_type: "primary input"
  critical_path_class: "in -> out"
  worstPathArrival_ns: 1.17
  critPathMaxFanout: 5
  required_ns: 1.20
  endpoint_kind: "output port"
run:
  drv_cap: 0
  tally_of_openroad_warnings: 39
synth:
  ys_area_um2: 182.7
  synthesis.instances: 19
  yosysSeqAreaShare: 0
  netlist.top_cell.by_area: "mux2i_1"
  yosys_warnings: 0
  topCellsByArea: "mux2i_1 (38%), o2bb2ai_1 (34%), mux4_2 (12%), buf_6 (6.2%), buf_2 (5.5%)"
  synth.distinct_cells: 6
  yosysTopAreaCellShare: 0.3836
  synth.avg_cell_area_um2: 9.614
  syn_area_um2: 182.7
  most_frequent_cells_after_synthesis: "mux2i_1 (7), o2bb2ai_1 (7), buf_2 (2)"
  cell_count_in_the_yosys_report: 19
worst_hold_path:
  hold_end: "out[0]"
  hold_path.class: "in -> out"
  hp-start: "in2[0]"
  hold_depth: 3
pwr:
  net-switching-power_w: 0.00004903
  power.share.sequential: 0
  power.static_leakage_nw: 0.2671
  powerDensity_nw_per_um2: 248.7
  share_clk_of_total_power: 0
  worst_ir_drop_vdd_v: 0.00008230
  power_switching_share: 0.2996
  power_frac_comb: 1.000
  cell_internal_pwr_w: 0.0001146
  total_power_w: 0.0001637
drt:
  antenna_cells: 0
  routedWlPerCell_um: 12.35
  iteration_0_drc_count_of_the_detailed_router: 1
  route.detailed.drc: 0
  route.detailed.vias_per_inst: 2.961
  via_count: 305
  drt-pass1-iter-count: 2
  tally_of_nets_with_antenna_violations_remaining_after_routing: 0
  finalWirelength_mm: 1.272
die:
  die_x_um: 80
  floorplan.core_util: 0.05348
  die_h_um: 80
  floorplan.die_area_um2: 6400
  ios: 42
  core_um2: 3416
  number_of_placement_rows: 21
sta:
  setup-violations-final: 0
  period_used_share: 0.9768
  setup_repair_after_global_routing_missed_its_margin: "no"
  maxClockFrequency_mhz: 682.5
  hold_viol: 0
  max_slew_margin_vs_limit: 0.8964
  worst_pin_slew_ns: 0.1521
  final_worst_setup_slack_ns: 0.03474
  setup_total_negative_slack_ns: 0
  timing.final.max_slew_violations: 0
  layout_min_cycle_time_ns: 1.465
global_route:
  first_global_vias: 376
  grt_usage: 0.03887
  globalRouteOverflowTotal: 0
  grt_pass1_wl_mm: 1.952
  grt_start_max_net_pins: 9
  antenna_found_initial: 0
place:
  total_half_perimeter_wirelength_after_legalization_and_detailed_placement_mm: 1.157
  place_ws_ns: -0.6014
  detailed_place.area_um2: 611.8
  numPortBuffers: 35
  numPlacedInstances: 101
  place.gp.congestion: 0.8199
final_layout:
  number_of_fill_cells_in_the_layout: 379
  finalInstanceArea_um2: 658.1
  sequential_cell_total: 0
  final.clkbuf_count: 0
  post_route_cells_drive_above_1_share: 0.3860
  final-instance-count-excl-fill: 103
  area.growth.synth_to_final_pct: 260.3
  layout.area.seq_um2: 0
outcome:
  run_status: "completed"
## power by group through the flow
stage | clock network (W) | registers (W) | logic, W
CTS | 0 | 0 | 0.000162
global route | 0 | 0 | 0.000176
finish | 0 | 0 | 0.000164
## worst max-delay path, cell delays in order
cell and delay, ns:
buf_2 0.12, buf_6 0.12, buf_12 0.14, mux2i_4 0.18, o2bb2ai_2 0.12, clkdlybuf4s15_1 0.19
## metrics by stage
step                      utilization  hold slack, ns
after floorplan                     -          0.6644
after global placement         0.1791           1.529
after detailed placement       0.1791           1.524
after CTS                      0.1916           1.081
after global routing           0.1927           1.097
final                          0.1927           1.078
## layout make-up
class,count,area (um^2),share of cell area
Multi-Input combinational cell,16,222.7,0.3384
Tap cell,46,57.56,0.08745
Timing Repair Buffer,41,377.9,0.5741
## logic make-up (layout without fill, tap and decap cells)
family / Yosys count / in the layout / synth area share
simple gates: 1 / 1 / 0.04111
mux: 8 / 8 / 0.5069
compound gates: 7 / 7 / 0.3356
buf+inv: 3 / 41 / 0.1164
## routing by layer
metal  vias up  track usage  part of all wire
li1        157            -                 -
met5         -            0                 0
met2        25      0.05859              0.37
met4         0            0                 0
met3         0      0.01932              0.15
met1       123      0.05172              0.48
## how the worst max path moves through the flow
stage / start / endpoint / depth (start not counted)
6_report: sel[0] / out[3] / 6
4_1_cts: in1[6] / out[6] / 4
5_1_grt: sel[0] / out[3] / 6
## layout by cell type (no fill, tap or decap)
cell type        instances
clkdlybuf4s50_1         15
dlygate4sd2_1           10
clkbuf_2                 5
o2bb2ai_1                4
buf_6                    4
mux2i_4                  3
o2bb2ai_2                3
mux2i_1                  3
buf_2                    2
clkdlybuf4s15_1          2
and2_4                   1
mux4_2                   1
mux2i_2                  1
dlymetal6s2s_1           1
buf_12                   1
buf_4                    1
## what timing repair did
item                                   4_1_cts  5_1_grt
hold buffers                                 0        0
buffers inserted                             2        0
setup endpoints to repair                    8        7
pin swaps                                    5        3
resized                                     37       15
endpoints found under the hold margin        0        0
Power and IR drop assume default switching activity.
