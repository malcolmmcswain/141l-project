**./config.mk**
```make
export PLATFORM = sky130hd
export DESIGN_NAME = InstFetch
export DESIGN_NICKNAME = InstFetch
export VERILOG_FILES = /design/flow/design.v
export SDC_FILE = /design/flow/constraint.sdc
export NUM_CORES = 4
export LEC_CHECK = 1
export CORE_AREA = 10 10 79 79
export DIE_AREA = 0 0 89 89
```
**./constraint.sdc**
```tcl
current_design InstFetch

set clk_period 3.7
set clk_io_pct 0.2

create_clock -name clk0 -period $clk_period [get_ports {Clk}]

set non_clock_inputs [all_inputs -no_clocks]
set_input_delay [expr $clk_period * $clk_io_pct] -clock clk0 $non_clock_inputs
set_output_delay [expr $clk_period * $clk_io_pct] -clock clk0 [all_outputs]
```
**./design.v**
```verilog
module InstFetch(Reset,Start,Clk,BranchEn,ALU_flag,Target,ProgCtr);
  input              Reset,			    
                     Start,			    
                     Clk,			       
                     BranchEn,	    
                     ALU_flag;		    
  input  signed     [7:0] Target;		       
  output reg [10:0] ProgCtr ;             
	always @ (posedge Clk)
	begin 
		if(Reset)
		  ProgCtr <= 0;				         
		else if(Start)						      
		  ProgCtr <= ProgCtr;
		else if(BranchEn && ALU_flag)    
		  ProgCtr <= ProgCtr + Target;
		else
		  ProgCtr <= ProgCtr+'b1; 	         
	end
endmodule
```
**./run.sh**
```bash
#!/bin/bash
# OpenROAD 26Q1-2900-gdf79404cd8, Yosys 0.63+post, stock flow scripts
make -C /OpenROAD-flow-scripts/flow DESIGN_CONFIG=/design/flow/config.mk WORK_HOME=/design/flow/orfs finish
```
==> run summary <==
Status: completed
# port buffers: 23
WP data arrival: 2.96 ns
Clock skew: 0.00317 ns
Total clock sinks: 11
R2R Setup Slk: 1.69 ns
Via/cell ratio: 4.23
Kind of critical path: in2reg
Mapped cell area: 830 µm²
Dpl ws: 0.605 ns
Yosys Chip Area: 830 µm²
Num ports: 24
Final Worst Setup Slack: 0.865 ns
Flops & latches, synth: 11
Vias in the first global route: 783
Routability cong.: 0.858
Final critical-path required period: 2.84 ns
# rows: 25
Final worst-path cycle share: 76.6%
Post-CTS Setup Inserts: 0
Area share of fa/ha/maj cells after synthesis: 14.5%
Endpoints failing setup: 0
Clock buffer depth: 2
TritonCTS clock tree: done
Total number of vias: 740
DRC violations left: 0
Main area contributors after synthesis: dfxtp_1 27%, ha_1 12%, a21o_1 4.5%
Area Overhead vs Synth: 40.4%
Fin. Hold Viols: 0
Clock Root Buffer: clkbuf_8
Post-Route WL: 2220 µm
Final ANT Viol Nets: 0
Unrepaired setup endpoints after global routing: false
Diodes inserted: 0
Leading area contributor after synthesis: dfxtp_1
Initial DRC count: 29
Synthesized instance count: 96
OpenROAD warnings: 25
Clock transition at path regs: 0.05 ns
Share of layout cells above drive strength 1: 9.09%
First-pass GRT wire length: 3680 µm
Post-route setup TNS: 0 ns
Synth Area per Inst: 8.64 µm²
Hold buffers post-CTS: 0
Hold WC Path Type: reg2reg
FP Util: 17.8%
Number of flip-flops in the largest register: 11
Die width: 89 µm
Slew HR: 57.8%
Static leakage: 0.000507 µW
Required @ worst endpoint: 3.83 ns
Fmax achieved: 353 MHz
Late-Pin Clk Latency: 0.24 ns
Die H: 89 µm
Pin count of the biggest net entering global routing: 17
Cell count in the Yosys report: 96
Die Size: 7920 µm²
Resized Gates After CTS: 0
Final Slew Violations: 0
Top flop regs: ProgCtr (11)
Tot GR Track Use: 5.86%
Main logic family: simple AND/OR/NAND/NOR gates
Final HPWL DP: 1820 µm
Max H-tree Level: 1
Initial antenna violation count: 0
Post-synthesis sequential area ratio: 26.5%
Simple Share, Synth: 27.8%
Cts bufs inserted: 3
Max VDD drop: 0.0854 mV
Worst Setup Start Kind: primary input
Max-cap violations: 0
Pwr dens: 277 nW/µm²
Final Util: 25.0%
AND-OR/OR-AND Cells, Area Fraction: 19.5%
Routed WL per cell: 12.7 µm
Crit end category: flop
Router iterations before antenna repair: 4
YS warnings: 1
Unique cell types: 35
Post-synth mux share: 3.77%
Yosys xor share: 5.28%
Top-area cell share: 26.5%
Crit Path Max Fanout: 8
Worst-Margin Slew: 0.631 ns
Remaining Overflow, GRT: 0
Largest Register: ProgCtr
Core area: 4660 µm²
==> critical path, stage by stage <==
cell and delay [ns]:
clkdlybuf4s50_1 0.59, nand3b_1 0.11, ha_1 0.20, inv_1 0.07
fa_1 0.16, and2b_1 0.19, o2111ai_1 0.33, nand3_1 0.12
nand4_1 0.12, mux2_2 0.33
==> cells in the mapped netlist <==
| cell type | count |
|---|---|
| a211o_1 | 1 |
| fa_1 | 1 |
| a21o_2 | 1 |
| o21bai_2 | 1 |
| xor2_1 | 1 |
| and3_4 | 2 |
| nand3b_1 | 1 |
| or2_2 | 1 |
| nor4b_2 | 1 |
| ha_1 | 8 |
| o21ai_0 | 1 |
| o2111ai_1 | 1 |
| inv_1 | 4 |
| nand2_1 | 8 |
| o2bb2ai_1 | 1 |
| xnor2_1 | 4 |
| nor2b_1 | 3 |
| a21o_1 | 5 |
| nand3_1 | 2 |
| and2_1 | 1 |
| o22ai_1 | 2 |
| nor3_1 | 2 |
| nand2b_1 | 1 |
| dfxtp_1 | 11 |
| nor2_1 | 9 |
| a21oi_1 | 5 |
| clkbuf_1 | 2 |
| nand4_1 | 3 |
| a31o_1 | 1 |
| and2b_1 | 1 |
| mux2i_1 | 2 |
| and3_1 | 6 |
| a31oi_1 | 1 |
| a211oi_4 | 1 |
| mux2_2 | 1 |
==> placed cells by master, fill, tap and decap left out, types with 2 or more instances in the layout <==
master	instances
clkdlybuf4s50_1	23
dfxtp_1	11
nor2_1	9
nand2_1	8
ha_1	8
and3_1	6
a21o_1	5
a21oi_1	5
inv_1	4
xnor2_1	4
nor2b_1	3
nand4_1	3
clkbuf_8	3
nand3_1	2
mux2i_1	2
nor3_1	2
and3_4	2
o22ai_1	2
==> area by class of cell <==
type | instances | area, µm²
inverters | 4 | 15.0
repair buffers | 23 | 230
well taps | 54 | 67.6
multi-input cells | 79 | 587
fillers | 494 | 3500
clock buffers | 4 | 45.0
flip-flops and latches | 11 | 220
==> layer usage <==
metal	vias up	track usage, %	wire length (µm)
met5	-	0	0
met4	0	2.60	87
met3	4	1.38	108
met2	11	9.77	1090
met1	328	7.02	927
li1	397	-	-
==> worst paths after layout <==
kind / start / cells after the start / end
max: BranchEn / 10 / ProgCtr[10]
min: ProgCtr[6] / 2 / ProgCtr[6]
max reg2reg: ProgCtr[0] / 8 / ProgCtr[10]
min reg2reg: ProgCtr[6] / 2 / ProgCtr[6]
==> report_power, final <==
part	switching [µW]	internal (µW)
clock	48.6	75.9
combinational	30.5	39.1
sequential	4.83	124
total	84.0	239
==> logic make-up after synthesis <==
| logic type | Yosys count |
|---|---|
| multiplexers | 3 |
| adder cells (fa/ha/maj) | 9 |
| AND-OR/OR-AND | 21 |
| flip-flops | 11 |
| XOR/XNOR | 5 |
| buffers and inverters | 6 |
| AND/OR/NAND/NOR | 41 |
==> metrics by stage <==
stage | power (µW) | area (µm²) | cells | hold slack [ns]
detailed placement | 202 | 1120 | 171 | 0.487
finish | 323 | 1160 | 175 | 0.494
floorplan | 167 | 830 | 96 | 0.445
global route | 344 | 1160 | 175 | 0.533
CTS | 327 | 1160 | 175 | 0.498
global placement | 202 | 1120 | 171 | 0.482
Power figures rest on the tool's default switching activity, not on a simulated workload.
